==> flow/constraint.sdc <==
current_design FPHUB_mult

set clk_period 25.6
set clk_io_pct 0.2

create_clock -name clk0 -period $clk_period

set non_clock_inputs [all_inputs -no_clocks]
set_input_delay [expr $clk_period * $clk_io_pct] -clock clk0 $non_clock_inputs
set_output_delay [expr $clk_period * $clk_io_pct] -clock clk0 [all_outputs]
==> flow/design.v <==
module FPHUB_mult #(
    parameter int M = 23,
    parameter int E = 8,
    parameter int special_case = 7
)(
    input  logic [E+M:0] X,
    input  logic [E+M:0] Y,
    output logic [E+M:0] Z
);
logic [$clog2(special_case)-1:0] X_special_case, Y_special_case;
logic [E+M:0] special_result;
special_cases_detector #(E, M, special_case) special_cases_inst (
    .X(X),
    .Y(Y),
    .X_special_case(X_special_case),
    .Y_special_case(Y_special_case)
);
special_result_for_multiplier #(E, M, special_case) special_result_inst (
    .X(X),
    .Y(Y),
    .X_special_case(X_special_case),
    .Y_special_case(Y_special_case),
    .special_result(special_result)
);
logic [E+1:0] expSum, expSum_norm;   
logic [E-1:0] Z_exponent;
logic exp_overflow, exp_underflow;
logic Z_sign;
logic [2*(M+2)-1:0] multfull;
logic [M-1:0] Z_mantissa;
always_comb begin
    multfull = {1'b1, X[M-1:0], 1'b1} * {1'b1, Y[M-1:0], 1'b1};
    if (X_special_case == 0 && Y_special_case == 0) begin
        Z_sign = X[E+M] ^ Y[E+M];
        Z_mantissa = (multfull[2*(M+2)-1] == 1'b1) ? multfull[2*(M+2)-2 : M+3] : multfull[2*(M+2)-3:M+2];
        expSum = {1'b0, 1'b0, X[E+M-1:M]} + {1'b0, 1'b0, Y[E+M-1:M]} - {1'b0, 1'b0, 1'b1, {(E-1){1'b0}}};
        expSum_norm = (multfull[2*(M+2)-1] == 1'b1) ? expSum + 1 : expSum;
        exp_overflow = (expSum_norm[E]);
        exp_underflow = (expSum_norm[E+1]);
        Z_exponent = expSum_norm[E-1:0];
        if (exp_underflow) begin
            Z_exponent = {E{1'b0}};
            Z_mantissa = {M{1'b0}};
        end else if (exp_overflow) begin
            Z_exponent = {E{1'b1}};
            Z_mantissa = {M{1'b1}};
        end
        Z = {Z_sign, Z_exponent, Z_mantissa};
    end else begin
        Z = special_result;
    end
end
endmodule
module special_cases_detector #(
    parameter int M = 23,
    parameter int E = 8,
    parameter int special_case = 7
)(              
    input logic [E+M:0] X,
    input logic [E+M:0] Y,
    output logic [$clog2(special_case)-1:0] X_special_case,
    output logic [$clog2(special_case)-1:0] Y_special_case
);
localparam logic [$clog2(special_case):0] CASE_NONE = 0;
localparam logic [$clog2(special_case):0] CASE_INF_P = 1;
localparam logic [$clog2(special_case):0] CASE_INF_N = 2;
localparam logic [$clog2(special_case):0] CASE_ZERO_P = 3;
localparam logic [$clog2(special_case):0] CASE_ZERO_N = 4;
localparam logic [$clog2(special_case):0] CASE_ONE_P = 5;
localparam logic [$clog2(special_case):0] CASE_ONE_N = 6;
always_comb begin
    X_special_case = 0;
    if (X[E+M-1:0] == {E+M{1'b1}}) begin
        X_special_case = (X[E+M]) ? CASE_INF_N : CASE_INF_P;
    end 
    else if (X[E+M-2:0] == {E+M-1{1'b0}}) begin
        if (X[E+M-1]) begin
            X_special_case = (X[E+M]) ? CASE_ONE_N : CASE_ONE_P;
        end
        else begin
            X_special_case = (X[E+M]) ? CASE_ZERO_N : CASE_ZERO_P;
        end
    end
end
always_comb begin
    Y_special_case = 0;
    if (Y[E+M-1:0] == {E+M{1'b1}}) begin
        Y_special_case = (Y[E+M]) ? CASE_INF_N : CASE_INF_P;
    end 
    else if (Y[E+M-2:0] == {E+M-1{1'b0}}) begin
        if (Y[E+M-1]) begin
            Y_special_case = (Y[E+M]) ? CASE_ONE_N : CASE_ONE_P;
        end
        else begin
            Y_special_case = (Y[E+M]) ? CASE_ZERO_N : CASE_ZERO_P;
        end
    end
end
endmodule
module special_result_for_multiplier #(
    parameter int M = 23,
    parameter int E = 8,
    parameter int special_case = 7
)(
    input logic [E+M:0] X,
    input logic [E+M:0] Y,
    input logic [$clog2(special_case)-1:0] X_special_case,
    input logic [$clog2(special_case)-1:0] Y_special_case,
    output logic [E+M:0] special_result
);
localparam logic [$clog2(special_case)-1:0] 
    CASE_NONE = 0,
    CASE_INF_P = 1,
    CASE_INF_N = 2,
    CASE_ZERO_P = 3,
    CASE_ZERO_N = 4,
    CASE_ONE_P = 5,
    CASE_ONE_N = 6;
localparam logic [E+M:0] 
    POS_INF = {1'b0, {E{1'b1}}, {M{1'b1}}},
    NEG_INF = {1'b1, {E{1'b1}}, {M{1'b1}}},
    POS_ZERO = {1'b0, {E+M{1'b0}}},
    NEG_ZERO = {1'b1, {E+M{1'b0}}},
    POS_ONE = {1'b0, 1'b1, {E+M-1{1'b0}}},
    NEG_ONE = {1'b1, 1'b1, {E+M-1{1'b0}}};
always_comb begin
    if (X_special_case == CASE_INF_P || X_special_case == CASE_INF_N ||
        Y_special_case == CASE_INF_P || Y_special_case == CASE_INF_N) begin
        special_result = POS_INF;
    end
    else if ((X_special_case == CASE_ZERO_P) || (X_special_case == CASE_ZERO_N) ||
             (Y_special_case == CASE_ZERO_P) || (Y_special_case == CASE_ZERO_N)) begin
        special_result = POS_ZERO;
    end
    else if ((X_special_case == CASE_ONE_P) || (X_special_case == CASE_ONE_N)) begin
        special_result = Y;
    end
    else if ((Y_special_case == CASE_ONE_P) || (Y_special_case == CASE_ONE_N)) begin
        special_result = X;
    end
    else begin
        special_result = {1'b0, {(E+M){1'b0}}};
    end
    special_result[E+M] = X[E+M] ^ Y[E+M];
end
endmodule
==> flow/run.sh <==
#!/bin/bash
# OpenROAD 26Q1-2900-gdf79404cd8, Yosys 0.63+post, stock flow scripts
make -C /OpenROAD-flow-scripts/flow DESIGN_CONFIG=/design/flow/config.mk WORK_HOME=/design/flow/orfs finish
==> flow/config.mk <==
export PLATFORM = sky130hd
export DESIGN_NAME = FPHUB_mult
export DESIGN_NICKNAME = FPHUB_mult
export VERILOG_FILES = /design/flow/design.v
export SDC_FILE = /design/flow/constraint.sdc
export NUM_CORES = 4
export LEC_CHECK = 1
export CORE_UTILIZATION = 30
export SYNTH_HDL_FRONTEND = slang
==> impl_report.txt <==
FLOW METRICS REPORT
----------------------------------------------------
[GRT]
  Overall track demand over capacity in global routing ........................ ~20%
  First-pass GRT wire length ........................ 110,700 um
  Total global routing overflow ........................ 0
  Number of antenna violations at the first check in global routing ........................ 3
  Vias in the first global route ........................ between 15,000 and 20,000
  Largest net degree at the start of global routing ........................ 33

[Synthesis]
  Ys cells ........................ 2,637
  Cell area leaders ........................ fa_1, ha_1, inv_1
  Top-count cell post-synth ........................ inv_1
  Main combinational cell family by area after synthesis ........................ adder cells
  FA/HA/MAJ Cells, Area Fraction ........................ 58.37%
  Cell types with the highest counts after synthesis ........................ inv_1, fa_1, nand2_1
  Proportion of synthesized chip area in sequential cells ........................ 0%
  Cell type with the largest total area after synthesis ........................ fa_1
  Aoi share ........................ under 10%
  Synthesis warning total ........................ 0
  Mux share of post-synthesis cell area ........................ 0.5054%
  YS chip area ........................ 22,280 um2
  Mapped Area ........................ roughly 22,000 um2
  Synth Area per Inst ........................ 8.449 um2
  Synthesized instance count ........................ 2,637
  Yosys simple share ........................ 18.47%
  Share of the synthesized netlist area taken by xor and xnor gates ........................ 1.370%
  Netlist cell types ........................ 78
  Share of Yosys cell area claimed by the top area cell type ........................ a little under half

[Worst hold path]
  Worst min path class ........................ in2out

[STA]
  Min cycle time layout ........................ 19.09 ns
  Normalized max-slew margin ........................ about two fifths
  Setup repair after global routing missed its margin ........................ no
  Final Cycle Share ........................ 74.58%
  Final-report max-slew violation count ........................ 0
  Final hold violations ........................ 0
  Worst-Margin Slew ........................ ~0.90 ns
  Count of final setup violators ........................ 0
  Setup TNS ........................ 0 ns
  Fmax ........................ 52.38 MHz

[Placed design]
  Total of buffers placed on input and output ports ........................ 96
  Half-perimeter wire length after detailed placement ........................ between 50,000 and 60,000 um
  Final weighted congestion of routability-driven global placement ........................ around 0.96

[Clock network]
  Number of hold buffers added after cts ........................ 0
  Number of gates resized after cts ........................ 0
  # Post-CTS Setup Buffers ........................ 0

[Worst setup path]
  Arrival @ worst endpoint ........................ 13.97 ns
  Critical path endpoint category ........................ primary output
  Crit path max-delay cell type ........................ clkdlybuf4s50_1
  Maximum single-stage delay on the critical path ........................ 0.55 ns
  Cell occurring most often along the worst timing path ........................ fa_1
  Critical Setup Path Class ........................ in2out
  Number of buffers and inverters on the critical path ........................ 9
  Delay-heaviest family, CP ........................ adder cells
  Critical Path Sink ........................ Z[22]
  Number of stages on the worst setup path ........................ 27
  Worst Path Max Fanout ........................ 25
  Beginning of the critical path ........................ Y[12]
  Data required time of the worst path ........................ 20.48 ns
  Type of element launching the critical path ........................ primary input

[Floorplan]
  Core utilization before placement ........................ 30.43%
  Top Ports ........................ around 96
  X dimension of the die ........................ ~270 um
  Total die size ........................ 75,360 um2
  Number of rows created at floorplan ........................ 99
  Std-Cell Core Area ........................ 73,210 um2
  Vertical extent of the die ........................ 274.5 um

[Drt]
  DRC Markers ........................ 0
  Avg WL per Cell ........................ 19.19 um
  Sum of routed wire length over all layers ........................ 69,360 um
  Antenna diode count ........................ 0
  Average vias per placed instance ........................ 4.931
  Iteration count of the initial detailed-routing pass ........................ 25
  Total vias in the final route ........................ 17,820
  Number of violations reported at the end of detailed-routing iteration 0 ........................ 854
  Detail Route Antenna Nets ........................ 0

[Run]
  Max Cap Violations ........................ 0
  Tool Warnings ........................ 33

[Run status]
  Result of the run ........................ finished clean

[Cells and area]
  Layout overhead on the synthesized area ........................ 9.199%
  Register Area ........................ 0 um2
  Flop count ........................ 0
  Fraction of layout cells with a size suffix above 1 ........................ under 10%
  CLK BUF ........................ 0

----------------------------------------------------
## cells by family (layout without fill, tap and decap cells)
kind of cell | Yosys count | after routing
mux | 10 | 10
fa+ha+maj | 725 | 725
compound gates | 246 | 246
buf+inv | 790 | 808
simple gates | 832 | 832
xor+xnor | 34 | 34
## cell usage in the layout (no fill, tap or decap), types with 10 or more instances in the layout
cell type        instances
and2_1                 236
a21o_1                  16
xor2_1                  12
fa_1                   524
buf_4                   55
nor2_1                  73
a211oi_1                10
nand3_1                 37
nor4_1                  24
a22oi_1                 12
o21ai_0                 43
a21oi_1                 48
clkdlybuf4s50_1         96
o211ai_1                13
ha_1                   201
nand2_1                361
nor3_1                  18
o21a_1                  14
o31ai_1                 10
inv_1                  653
nand4_1                 34
xnor2_1                 21
## worst min path at each step
stage,startpoint,to,cells after the start
after CTS,Y[25],Z[25],4
after global routing,Y[31],Z[31],3
final,Y[31],Z[31],3
## layout make-up
class,count,area [um2]
timing repair buffer,151,1374
multi-input combinational,1847,19290
inverter,657,2466
fill,7612,48880
tap,959,1200
## stage by stage
| step | util, % | instance area, um2 | worst slack [ns] | std cells | hold WS (ns) |
|---|---|---|---|---|---|
| finish | 33.23 | 24330 | 6.507 | 3614 | 11.36 |
| global route | 33.23 | 24330 | 6.092 | 3614 | 11.37 |
| CTS | 33.23 | 24330 | 6.556 | 3614 | 11.35 |
| detailed placement | 33.23 | 24330 | 6.592 | 3614 | 11.35 |
| global placement | 33.23 | 24330 | 6.578 | 3614 | 11.36 |
| floorplan | - | 22280 | 8.557 | 2637 | 10.27 |
## tightest hold or removal path: stages
cell	delay [ns]
clkdlybuf4s50_1	0.60
xor2_1	0.10
clkdlybuf4s50_1	0.41
## layer usage
| layer | global-route usage, % | up-vias | wire length (um) |
|---|---|---|---|
| met5 | 0 | - | 0 |
| met4 | 4.284 | 0 | 1771 |
| met3 | 9.463 | 135 | 8543 |
| met2 | 31.88 | 792 | 32440 |
| met1 | 26.14 | 8884 | 26610 |
| li1 | - | 8009 | - |
